`flow/design.v`:
```
`timescale 1ns / 1ps
module TX_GENERATOR(
input wire manual_tx,
input wire tx_done,
input wire clk,
output wire new_tx,
output wire res
    );
reg r = 0;    
reg r1 = 0;
reg r2= 0;
reg r22 = 0;
reg r3 = 0;
reg r30 = 0;
reg r33 = 0;
reg r333 = 0;
reg r4= 0;
reg r44= 0;
wire temp_tx1, temp_tx2;
assign temp_tx1 = r2 && !r22;
assign temp_tx2 = r4 && !r44;
assign new_tx = temp_tx1 || temp_tx2; 
assign res = r;
always @(posedge clk) begin
    r1 <= manual_tx;
    r2 <= r1;
    r22 <=r2;
    r3 <= tx_done;
    r30 <= r3;
    r33 <= r30;
    r333 <= r33;
    r4 <= r333;
    r44 <= r4;
end
endmodule
```
`flow/run.sh`:
```
#!/bin/bash
# OpenROAD 26Q1-2900-gdf79404cd8, Yosys 0.63+post, stock flow scripts
make -C /OpenROAD-flow-scripts/flow DESIGN_CONFIG=/design/flow/config.mk WORK_HOME=/design/flow/orfs finish
```
`flow/config.mk`:
```
export PLATFORM = sky130hd
export DESIGN_NAME = TX_GENERATOR
export DESIGN_NICKNAME = TX_GENERATOR
export VERILOG_FILES = /design/flow/design.v
export SDC_FILE = /design/flow/constraint.sdc
export NUM_CORES = 4
export LEC_CHECK = 1
export CORE_AREA = 10 10 70 70
export DIE_AREA = 0 0 80 80
```
`flow/constraint.sdc`:
```
current_design TX_GENERATOR

set clk_period 1.0
set clk_io_pct 0.2

create_clock -name clk0 -period $clk_period [get_ports {clk}]

set non_clock_inputs [all_inputs -no_clocks]
set_input_delay [expr $clk_period * $clk_io_pct] -clock clk0 $non_clock_inputs
set_output_delay [expr $clk_period * $clk_io_pct] -clock clk0 [all_outputs]
```
==> summary.rpt <==
ROUTE
-------------------------------------------------------------------------------------
Final antenna-violating net count                                                   0
First-pass iteration count of the detailed router                                   1
Total detailed-routing wirelength                                              279 um
DRC violations left                                                                 0
Initial DRC count                                                                   0
Routed wire per std cell                                                      4.23 um
Number of antenna repair diodes                                                     0
Vias after detailed routing                                                        99
Via-per-instance ratio                                                           1.50

CRITICAL PATH
-------------------------------------------------------------------------------------
Crit path launch type                                                            flop
Critical Path AT                                                              0.85 ns
Dominant delay contributor by cell family on the critical path             flip-flops
Maximum fanout along the worst path                                                 2
Worst setup path category                                                  reg -> out
Critical-path cell list                                                  inv_2 -> o22ai_2 -> buf_2
Crit end category                                                        primary output
Max stage delay on crit path                                                  0.33 ns
Slowest cell on crit path                                                sky130_fd_sc_hd__dfxtp_2
Required time worst endpoint                                                  0.80 ns
CP Buf/Inv Count                                                                    2

FLOW RUN
-------------------------------------------------------------------------------------
Max-cap violation count                                                             0
Tool warnings                                                                      27

SYNTHESIS
-------------------------------------------------------------------------------------
Yosys-reported design area after synthesis                                   211 um^2
Synth flops                                                                         9
Share of Yosys cell area claimed by the top area cell type                      0.852
Cell total in the yosys stat output                                                14
Yosys warning total                                                                 1
Cell variety after synth                                                            5
Area contributors post-synth                                             sky130_fd_sc_hd__dfxtp_1 (85%), sky130_fd_sc_hd__o22ai_2 (5.9%), sky130_fd_sc_hd__buf_4 (3.6%)
Mean cell area of the mapped netlist                                        15.1 um^2
Seq/Total Area, Yosys                                                           0.852
Proportion of synthesized flip-flops having asynchronous set or reset               0
Largest area contributor in the netlist                                  sky130_fd_sc_hd__dfxtp_1
Gate count after technology mapping                                                14
Cell area after technology mapping                                           211 um^2
Flip-flops with a built-in enable                                                   0
Top-count cell post-synth                                                sky130_fd_sc_hd__dfxtp_1
Most used flip-flop cell after synthesis                                 sky130_fd_sc_hd__dfxtp_1
Most numerous cell types in the synthesized netlist                      sky130_fd_sc_hd__dfxtp_1 (9), sky130_fd_sc_hd__inv_1 (2), sky130_fd_sc_hd__buf_4 (1), sky130_fd_sc_hd__conb_1 (1), sky130_fd_sc_hd__o22ai_2 (1)

TIMING
-------------------------------------------------------------------------------------
# setup viols final                                                                 1
Final hold violation count                                                          0
RSZ-0062 raised after global routing                                             true
Sum of negative setup slack                                                -0.0543 ns
Min setup slack post-route                                                 -0.0543 ns
Slew Limit Fails                                                                    0
Part of the cycle the worst path needs                                           1.05
Max frequency                                                               0.948 GHz
Shortest period the worst path allows                                         1.05 ns
Clock tree skew after final layout                                         0.00622 ns
Hold Worst Slack                                                             0.318 ns

CLOCKING
-------------------------------------------------------------------------------------
CTS tree                                                                         done
Library cell used as clock root buffer                                   sky130_fd_sc_hd__clkbuf_4
CTS H-tree lvls                                                                     1
Clock-pin slew of the registers on the worst-case setup and hold paths        0.06 ns
Clock buffers created by TritonCTS                                                  3
Clock insertion delay at the later pin of the skew report                     0.26 ns
Hold Buf Count CTS                                                                  0
Setup repair bufs after CTS                                                         0
Clock Sinks                                                                         9
Worst-case clock buffer depth                                                       2

GLOBAL ROUTING
-------------------------------------------------------------------------------------
Number of antenna violations at the first check in global routing                   0
First-pass GRT wire length                                                     455 um
Vias in the first global route                                                    104
Total GRT Usage                                                                0.0102
Total grt overflow                                                                  0
Largest net degree at the start of global routing                                   6

FINISH
-------------------------------------------------------------------------------------
Filler Cells Inserted                                                             407
Share of layout cells above drive strength 1                                    0.350
Relative area change from synthesis to final layout                             48.5%
Layout Utilization                                                             0.0919
Post-route cell area                                                         314 um^2

MIN PATH
-------------------------------------------------------------------------------------
Worst min-delay path class                                                 reg -> reg

POWER
-------------------------------------------------------------------------------------
Worst vdd rail ir drop                                                      0.00122 V
Ratio of total power to cell area                                        2140 nW/um^2
Leakage power                                                             0.000120 uW

PLACEMENT
-------------------------------------------------------------------------------------
Buffers on Ports                                                                    3
Post-place instance area                                                     292 um^2
Gpl congestion                                                                  0.613

STATUS
-------------------------------------------------------------------------------------
Violated checks                                                          setup timing
Run status                                                               finished with violations

FLOORPLANNING
-------------------------------------------------------------------------------------
Rows                                                                               21
Pre-Place Util                                                                 0.0619
Vertical die size                                                               80 um
Core region area                                                            3420 um^2
DIE WIDTH                                                                       80 um
IO Pins                                                                             5
Overall die area                                                            6400 um^2

[state kept, by name, indices dropped and copies added, names as in the netlist]
name / flops
r1: 1
r2: 1
r22: 1
r3: 1
r30: 1
r33: 1
r333: 1
r4: 1
r44: 1
[logic make-up after synthesis]
group,Yosys count,share of synthesized area
AOI/OAI and AO/OA,1,0.0592
buffers and inverters,3,0.0710
DFF,9,0.852
other,1,0.0177
[stage by stage]
stage	total power (uW)	cells	worst slack [ns]
2_1_floorplan	398	14	0.345
3_3_place_gp	411	62	-0.207
3_5_place_dp	412	62	-0.216
4_1_cts	682	66	-0.0745
5_1_grt	714	66	-0.118
6_report	673	66	-0.0543
[layout by cell type (no fill, tap or decap)]
cell type / synthesis / layout
sky130_fd_sc_hd__buf_2: 0 / 1
sky130_fd_sc_hd__clkbuf_1: 0 / 1
sky130_fd_sc_hd__clkbuf_4: 0 / 3
sky130_fd_sc_hd__clkdlybuf4s50_1: 0 / 2
sky130_fd_sc_hd__conb_1: 1 / 1
sky130_fd_sc_hd__dfxtp_1: 9 / 8
sky130_fd_sc_hd__dfxtp_2: 0 / 1
sky130_fd_sc_hd__inv_1: 2 / 1
sky130_fd_sc_hd__inv_2: 0 / 1
sky130_fd_sc_hd__o22ai_2: 1 / 1
[worst paths after layout]
| check | start | end | slack, ns | depth (start not counted) |
|---|---|---|---|---|
| setup / recovery | r2$_DFF_P_ | new_tx | -0.05 | 3 |
| setup reg to reg | r2$_DFF_P_ | r22$_DFF_P_ | 0.58 | 0 |
| hold / removal | r333$_DFF_P_ | r4$_DFF_P_ | 0.32 | 0 |
| hold reg to reg | r333$_DFF_P_ | r4$_DFF_P_ | 0.32 | 0 |
[where the power goes]
group,total [uW],switching (uW),internal (uW),leakage [uW]
logic,16.7,4.47,12.2,0.0000287
registers,384,5.96,378,0.0000760
clock network,271,118,153,0.0000150
total,673,129,544,0.000120
[per-layer routing]
metal	global-route usage	routed length [um]	vias to the layer above
met1	0.0127	153	41
met4	0.00176	0	0
met5	0	0	-
li1	-	-	51
met2	0.00803	75	7
met3	0.0159	49	0
[final cells by class]
| cell class | count | area [um^2] | share of cell area |
|---|---|---|---|
| clock buffer | 4 | 26.3 | 0.0837 |
| inverter | 2 | 7.51 | 0.0239 |
| multi-input combinational | 2 | 16.3 | 0.0518 |
| sequential | 9 | 181 | 0.578 |
| tap | 46 | 57.6 | 0.183 |
| timing repair buffer | 3 | 25.0 | 0.0797 |
[what timing repair did]
item / in CTS / in global routing
endpoints found under the setup margin: 1 / 1
hold endpoints to repair: 0 / 0
pin swaps: 1 / 0
gates resized: 5 / 0
No activity file was given, so power comes from the tool's default toggle rates.
