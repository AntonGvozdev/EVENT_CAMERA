### design.v
module davis_240(
input wire clk,
input wire[8:0]AER_bus,
input wire REQ,
input wire SEL,
output wire ACK,
output reg [31:0]data_out,
output reg [31:0]data_out_time     
    );
parameter TIMESTAMP_RESOLUTION = 100; 
parameter  X_DELAY_TIME    = 40; 
parameter  Y_DELAY_TIME    = 40;
parameter  X_EXTEND_TIME    = 10;
parameter  Y_EXTEND_TIME    = 10;
parameter  ACK_HOLD_TIME    = 10;
wire [7:0]AER_Y;
wire [8:0]AER_X;
reg ack = 1;
reg [8:0]X_addr_p = 0;
reg [7:0]Y_addr = 0;
reg reset = 0;
reg [31:0] y_delay_counter = 0;
reg [31:0] x_delay_counter = 0;
reg [31:0] ack_hold_counter = 0;
reg [31:0] time_stamp = 0;
reg [31:0] time_register = 0;
parameter WAIT_REQ = 0;
parameter DELAY_Y = 1;
parameter GET_Y = 2;
parameter SEND_ACK = 3;
parameter DELAY_X = 4;
parameter GET_X = 5;
reg [3:0] state = 0;
reg req_ready = 0;
reg sel = 0;
reg y_done = 0;
reg x_done = 0;
reg y_delay_done = 0;
reg x_delay_done = 0;
reg ack_done = 0;
assign ACK = ack;
assign AER_Y[0] = AER_bus[0];
assign AER_Y[1] = AER_bus[1];
assign AER_Y[2] = AER_bus[2];
assign AER_Y[3] = AER_bus[3];
assign AER_Y[4] = AER_bus[4];
assign AER_Y[5] = AER_bus[5];
assign AER_Y[6] = AER_bus[6];
assign AER_Y[7] = AER_bus[7];
assign AER_X[0] = AER_bus[0];
assign AER_X[1] = AER_bus[1];
assign AER_X[2] = AER_bus[2];
assign AER_X[3] = AER_bus[3];
assign AER_X[4] = AER_bus[4];
assign AER_X[5] = AER_bus[5];
assign AER_X[6] = AER_bus[6];
assign AER_X[7] = AER_bus[7];
assign AER_X[8] = AER_bus[8];
reg temp_sel = 0;  always @(posedge clk) begin temp_sel <= SEL; end
reg SEL_synq = 0;  always @(posedge clk) begin SEL_synq <= temp_sel; end
reg temp = 0;  always @(posedge clk) begin temp <= REQ; end
reg REQ_synq = 0;  always @(posedge clk) begin REQ_synq <= temp; end
reg [6:0]counter = 0;
always@(posedge clk)
begin
    if (counter == TIMESTAMP_RESOLUTION)
    begin
        counter <= 0;
        time_stamp <= time_stamp + 1;
    end
    else begin counter <= counter + 1; end
end
always @ (posedge clk)
begin
  case(state)
    WAIT_REQ : begin
                if (REQ == 0) begin  
                    if (SEL == 0) begin  
                        state <= DELAY_Y;
                    end else begin
                        state <= DELAY_X;
                    end
                end else begin
                    y_done <= 0;
                    x_done <= 0;
                    ack <= 1;
                    state <= WAIT_REQ;
                end
               end
   GET_Y :  begin
                   Y_addr <= AER_Y;
                   state <= SEND_ACK;
            end
   DELAY_Y :  begin
                   if (y_delay_counter == Y_DELAY_TIME) begin
                    y_delay_counter <= 0;
                    state <= GET_Y;
                   end else begin
                    y_delay_counter <= y_delay_counter + 1;
                    state <= DELAY_Y;
                   end
            end
   GET_X : begin
                   X_addr_p <= AER_X;
                   time_register <= time_stamp;
                   x_done <= 1;
                   state <= SEND_ACK;
            end
   DELAY_X :  begin
                   if (x_delay_counter == X_DELAY_TIME) begin
                    x_delay_counter <= 0;
                    state <= GET_X;
                   end else begin
                    x_delay_counter <= x_delay_counter + 1;
                    state <= DELAY_X;
                   end
              end
   SEND_ACK : begin
                  if (ack_hold_counter == ACK_HOLD_TIME) begin
                    ack_hold_counter <= 0;
                    ack <= 0;
                    state <= WAIT_REQ;
                  end else begin
                    ack_hold_counter <= ack_hold_counter + 1;
                    ack <= 0;
                    state <= SEND_ACK;
                  end
                end
   default : begin
                  state <= WAIT_REQ;
             end
  endcase
end
always @(posedge x_done)
begin
    data_out[7:0] <= Y_addr;
    data_out[16:8] <= X_addr_p;
    data_out[31:17] <= 0;
    data_out_time[31:0] <= time_register;
end
endmodule
### run.sh
#!/bin/bash
# OpenROAD 26Q1-2900-gdf79404cd8, Yosys 0.63+post, stock flow scripts
make -C /OpenROAD-flow-scripts/flow DESIGN_CONFIG=/design/flow/config.mk WORK_HOME=/design/flow/orfs finish
### config.mk
export PLATFORM = sky130hd
export DESIGN_NAME = davis_240
export DESIGN_NICKNAME = davis_240
export VERILOG_FILES = /design/flow/design.v
export SDC_FILE = /design/flow/constraint.sdc
export NUM_CORES = 4
export LEC_CHECK = 1
export CORE_UTILIZATION = 50
### constraint.sdc
current_design davis_240

set clk_period 6.3
set clk_io_pct 0.2

create_clock -name clk0 -period $clk_period [get_ports {clk}]

set non_clock_inputs [all_inputs -no_clocks]
set_input_delay [expr $clk_period * $clk_io_pct] -clock clk0 $non_clock_inputs
set_output_delay [expr $clk_period * $clk_io_pct] -clock clk0 [all_outputs]
==> results.json <==
{
  "die-area_um2": 20020,
  "vias": 5631,
  "cp.arrival_ns": 1.33,
  "grt_pass1_vias": 5444,
  "slowest_stage": "clkdlybuf4s50_1",
  "setup_slack_ns": 3.714,
  "drt_pre_antenna_iters": 4,
  "slowest_delay_ns": 0.53,
  "ys_seq_share_pct": 67.38,
  "r2r_cells": 5,
  "syn_to_final_growth_pct": 15.38,
  "drive_above_1_share_pct": 6.495,
  "wl_per_cell_um": 14.69,
  "clock-root-buffer": "clkbuf_16",
  "reg2reg_to": "x_delay_counter[18]$_SDFFCE_PP0N_",
  "unclocked_pins": 49,
  "slew_violations": 0,
  "finalHoldViolCount": 0,
  "io_buffer_count": 61,
  "period_needed_ns": 2.586,
  "r2r_start": "x_delay_counter[0]$_SDFFCE_PP0N_",
  "rrSetupSlack_ns": 3.99,
  "ir_drop_mv": 0.1924,
  "drc": 0,
  "ys_cells": 726,
  "critPathCapture": "ACK",
  "viasPerCell": 5.233,
  "crit_type": "register to output pin",
  "warnings": 29,
  "combGateArea_um2": 3004,
  "final_cell_mix": "edfxtp_1 (179), xnor2_1 (75), clkdlybuf4s50_1 (61)",
  "fp_util_pct": 51.50,
  "tightest_slew_ns": 1.008,
  "antenna_found_initial": 0,
  "critPathLaunchType": "register",
  "ctsResizeCount": 0,
  "die_h_um": 141.5,
  "hold_path_class": "register to register",
  "cp-startpoint": "ack$_DFFE_PP_",
  "cts_tree": "done",
  "finalSetupViolCount": 0,
  "power.density_nw_per_um2": 243.8,
  "maxSlewHeadroom_pct": 32.66,
  "crit_family": "buffers and inverters",
  "netlist_area_um2": 9731,
  "rsz0062_at_grt": "false",
  "cts_max_level": 4,
  "endpoint_kind": "output pin",
  "regArea_um2": 6556,
  "drv_cap": 0,
  "fin_tns_setup_ns": 0,
  "status": "finished clean",
  "ctsHoldBuffers": 0,
  "grt_pass1_wl_um": 26700,
  "insertedDiodeCount": 0,
  "synth_warnings": 1,
  "fmax_mhz": 386.7,
  "ys_async_sr_fraction_pct": 0,
  "ant_nets": 0,
  "ys.flops": 238,
  "grt_max_degree": 50,
  "yosysChipArea_um2": 9731,
  "worst-path-max-fanout": 1,
  "die_x_um": 141.5,
  "worstPathCellList": "clkdlybuf4s50_1",
  "rows": 50,
  "wl_um": 15800,
  "cts_buffer_depth": 2,
  "synth_cell_types": 38,
  "unconstrained_endpoints": 98,
  "gr-total-overflow": 0,
  "grt_usage_pct": 18.09,
  "final_common_cell": "edfxtp_1",
  "p_leak_nw": 3.853,
  "clkTransAtPathRegs_ns": 0.07,
  "finalCritPeriodShare_pct": 41.05,
  "boundaryPins": 77,
  "place_hpwl_um": 10520,
  "fill_cells": 1485,
  "skew_ns": 0.01144,
  "post-place-ws_ns": 3.825,
  "synthCells": 726,
  "cts_setup_buffers": 0,
  "cts_inserted_buffers": 17,
  "ys.flop_type": "edfxtp_1",
  "clk_latency_ns": 0.42,
  "core_um2": 18890,
  "critPathBufInv": 1,
  "drt-initial-drc-count": 332,
  "syn_avg_cell_area_um2": 13.40,
  "gp_congestion": 0.8582,
  "edf_count": 179,
  "crit_required_ns": 5.04,
  "path_depth": 1
}
==> Yosys cell counts (3+ instances only) <==
master / instances / area (um^2)
edfxtp_1: 179 / 5375
xnor2_1: 75 / 656.9
dfxtp_1: 59 / 1181
nand3_1: 54 / 270.3
xor2_1: 47 / 411.6
nor2_1: 45 / 168.9
nand4_1: 43 / 269.0
nand2_1: 36 / 135.1
nor4_1: 31 / 193.9
inv_1: 25 / 93.84
and4_1: 23 / 201.4
nor3_1: 22 / 110.1
buf_4: 15 / 112.6
and3_1: 12 / 75.07
clkbuf_1: 9 / 33.78
ha_1: 9 / 112.6
a21oi_1: 6 / 30.03
and2_1: 3 / 18.77
nor2b_1: 3 / 18.77
nor4bb_1: 3 / 30.03
o31ai_1: 3 / 22.52
or2_2: 3 / 18.77
==> worst min path at each step <==
| stage | start | endpoint | depth (start not counted) |
|---|---|---|---|
| 4_1_cts | counter[0]$_SDFF_PN0_ | counter[0]$_SDFF_PN0_ | 1 |
| 5_1_grt | time_stamp[31]$_DFFE_PN_ | time_register[31]$_DFFE_PP_ | 0 |
| 6_report | counter[0]$_SDFF_PN0_ | counter[0]$_SDFF_PN0_ | 1 |
==> state kept, by name, indices dropped and copies added (netlist names) <==
register	flops
y_delay_counter	32
state	3
Y_addr	8
ack_hold_counter	32
data_out_time	32
time_register	32
time_stamp	32
data_out	17
X_addr_p	9
x_done	1
x_delay_counter	32
counter	7
ack	1
==> kinds of logic (layout without fill, tap and decap cells) <==
group | count (synthesis) | count (layout) | share of synthesized area (%)
and+or+nand+nor | 290 | 290 | 16.79
DFF | 238 | 238 | 67.38
xor gates and xnor gates | 122 | 122 | 10.98
buffers and inverters | 50 | 126 | 2.520
AOI/OAI and AO/OA | 13 | 13 | 0.8101
adders and majority gates | 9 | 9 | 1.157
muxes | 3 | 3 | 0.3215
other | 1 | 15 | 0.03854
==> report_power, final <==
| group | internal (mW) | switching [mW] |
|---|---|---|
| sequential | 1.47 | 0.0947 |
| clock | 0.560 | 0.491 |
| combinational | 0.0704 | 0.0551 |
==> area by class of cell <==
type	instances	share of cell area [%]
clock inverters	15	1.348
inverters	25	0.8358
repair buffers	69	5.973
well taps	260	2.898
multi-input cells	452	26.76
flip-flops and latches	238	58.40
clock buffers	17	3.789
==> metrics by stage <==
step	total power, mW	utilization (%)	hold WS, ns	std cells	instance area (um^2)
2_1_floorplan	1.668	-	0.4258	740	9783
3_3_place_gp	1.705	56.37	0.4370	1044	10650
3_5_place_dp	1.712	56.37	0.4710	1044	10650
4_1_cts	2.770	59.42	0.4859	1076	11230
5_1_grt	2.851	59.42	0.5103	1076	11230
6_report	2.737	59.42	0.4800	1076	11230
==> per-layer routing <==
metal  routed length [um]  global-route usage, %  up-vias
met3                  916                  5.603       14
met1                 7642                  31.53     2657
met5                    0                      0        -
li1                     -                      -     2814
met4                  159                  2.037        0
met2                 7085                  25.79      146
Power is estimated from default activity; no workload was simulated.
